File: design/flow/config.mk
export PLATFORM = sky130hd
export DESIGN_NAME = blink
export DESIGN_NICKNAME = blink
export VERILOG_FILES = /design/flow/design.v
export SDC_FILE = /design/flow/constraint.sdc
export NUM_CORES = 4
export LEC_CHECK = 1
export CORE_AREA = 10 10 108 108
export DIE_AREA = 0 0 118 118
File: design/flow/constraint.sdc
current_design blink

set clk_period 4.2
set clk_io_pct 0.2

create_clock -name clk0 -period $clk_period [get_ports {clk_12mhz}]

set non_clock_inputs [all_inputs -no_clocks]
set_input_delay [expr $clk_period * $clk_io_pct] -clock clk0 $non_clock_inputs
set_output_delay [expr $clk_period * $clk_io_pct] -clock clk0 [all_outputs]
File: design/flow/design.v
`timescale 1ns/1ps
`default_nettype none
module blink (
    input  wire clk_12mhz,    
    output wire green_led,
    output wire red_led
);
    reg [23:0] counter1 = 24'd0;   
    reg [23:0] counter2 = 24'd0;
    always @(posedge clk_12mhz) begin
        counter1 <= counter1 + 1'b1;
        counter2 <= counter2 + 2'd2;
    end
    assign green_led = counter1[23];  
    assign red_led = counter2[23];  
endmodule
`default_nettype wire
File: design/flow/run.sh
#!/bin/bash
# OpenROAD 26Q1-2900-gdf79404cd8, Yosys 0.63+post, stock flow scripts
make -C /OpenROAD-flow-scripts/flow DESIGN_CONFIG=/design/flow/config.mk WORK_HOME=/design/flow/orfs finish
==> run summary <==
Power density over the cells: 345.0 nW/um^2
Syn-to-layout area delta: 14.95%
Initial antenna violation count: 0
Cell types with the largest area share after synthesis: dfxtp_1, xnor2_1, xor2_1
Area fraction of the dominant cell type after synthesis: 53.52%
Number of remaining DRC errors: 0
CP Data Arrival Time: 1.11 ns
Clock edge transition at the registers on the reported setup and hold paths: 0.08 ns
Post-CTS Hold Fix Bufs: 0
Count of clock tree sinks: 47
Leading cell type by number of instances after synthesis: dfxtp_1
Number of top-level pins: 3
Time the final worst path needs with I/O delays and setup: 1.951 ns
Antenna violation net count after detailed routing: 0
Largest fanout on the critical path: 2
Mean cell area of the mapped netlist: 10.53 um^2
Number of global-route vias before repair: 1044
Placed wire-length estimate: 1620 um
Antenna fix cells: 0
Die extent in y: 118 um
Maximum number of pins on one net before global-route repair: 14
Slew at the pin with the worst max-slew slack: 0.6220 ns
Category of the worst setup path capture point: output pin
Required time of the critical path: 3.36 ns
Total cells reported by yosys after synthesis: 167
Share of post-route cells with drive strength above 1: 5.650%
Total number of vias: 1101
DIE WIDTH: 118 um
Ys flop type: dfxtp_1
Worst hold-check path type: register to register
Worst path slowest cell: clkdlybuf4s50_1
Post-route clock skew: 0.003496 ns
PortBufs: 2
Peak VDD IR: 0.0001303 V
Clock buffers created by TritonCTS: 5
Max Transition Viols Final: 0
Top cells by instance count after synthesis: dfxtp_1, xnor2_1, nand3_1
Clock root buffer master: clkbuf_8
Post-synth EDFFs: 0
Cell resize tally after clock tree synthesis: 0
Yosys warnings: 1
Cell area reported after detailed placement: 1939 um^2
Cells after Synth: 167
OpenROAD warnings: 25
Area of the die: 13920 um^2
Clock tree from TritonCTS: done
Cell accounting for the most synthesized area: dfxtp_1
Final-report hold violation count: 0
Slowest cell delay on critical path: 0.47 ns
Status: completed
Crit path max-delay family: buffers and inverters
Cell breakdown of the critical path: clkdlybuf4s50_1
Mapped cell area: 1758 um^2
Worst Setup Path Type: register to output pin
Cell Rows: 35
Critical Path Start Type: register
Worst slew margin: 58.15%
Final Cycle Share: 46.46%
Number of flip-flops and latches in the synthesized netlist: 47
Violation count after the first detailed-route iteration: 23
Top achievable clock speed: 0.5124 GHz
Placer's final routability congestion estimate: 0.7476
RSZ-0062 raised after global routing: false
Share of synthesized registers carrying an async set or reset: 0%
Initial core utilization: 18.94%
Number of violations of the max-capacitance limit: 0
All-layer global routing usage: 3.526%
Proportion of synthesized chip area in sequential cells: 53.52%
Setup Fix Bufs, Post-CTS: 0
Number of search-and-repair iterations in the first detailed-routing pass: 4
Clk latency late pin: 0.29 ns
Final global-route overflow total: 0
First-pass GRT wire length: 4395 um
Distinct cells, synth: 18
Final-layout setup total negative slack: 0 ns
Placeable core region: 9284 um^2
Crit path buf inv count: 1
Wire length per cell: 7.562 um
Total Routed Length: 2314 um
Depth of the CTS H-tree: 2
Buffer depth of the longest clock path: 2
Average vias per placed instance: 3.598
Chip area estimate from yosys synthesis: 1758 um^2
Static leakage: 0.6672 nW
Setup violators final: 0
Final instance area: 2021 um^2
[path summary, 6_finish.rpt]
path / start / endpoint / slack (ns) / cells past startpoint
setup / recovery: counter2[23] / red_led / 2.25 / 1
hold / removal: counter1[0] / counter1[0] / 0.40 / 1
setup reg to reg: counter2[6] / counter2[20] / 2.54 / 4
hold reg to reg: counter1[0] / counter1[0] / 0.40 / 1
[cell families after synthesis]
kind of cell,synth area share (%)
buffers and inverters,0.8538
XOR/XNOR,21.42
flip-flops,53.52
adder cells (fa/ha/maj),1.423
AND/OR/NAND/NOR,22.78
[sequential cells by signal (all words and copies together) (netlist names)]
| name | cells |
|---|---|
| counter1 | 24 |
| counter2 | 23 |
[where the power goes]
group | internal (mW) | total [mW] | switching [mW] | leakage, nW
registers | 0.445 | 0.445 | 0 | 0.378
clock network | 0.117 | 0.252 | 0.135 | 0.0422
logic | 0 | 0.000000247 | 0 | 0.247
total | 0.562 | 0.697 | 0.135 | 0.667
[area by class of cell]
cell class | instances | area [um^2]
fillers | 1035 | 7263
flip-flops and latches | 47 | 940.9
multi-input cells | 116 | 802.0
well taps | 129 | 161.4
clock buffers | 7 | 76.32
repair buffers | 2 | 20.02
inverters | 4 | 15.01
clock inverters | 1 | 5.005
[metrics by stage]
stage / cells / util [%] / setup WS, ns / power [mW] / hold WS [ns]
after floorplan: 167 / - / 2.723 / 0.4556 / 0.3703
after global placement: 298 / 20.89 / 2.558 / 0.4556 / 0.3792
after detailed placement: 298 / 20.89 / 2.523 / 0.4556 / 0.3901
after CTS: 306 / 21.77 / 2.222 / 0.7098 / 0.4100
after global routing: 306 / 21.77 / 2.172 / 0.7252 / 0.4251
final: 306 / 21.77 / 2.249 / 0.6972 / 0.4043
[worst reg2reg max path, stage by stage, from the launching register on]
cell and delay [ns]:
dfxtp_1 0.45, nand4_4 0.16, nor4_1 0.60, nand4_1 0.20, xnor2_1 0.15
[per-layer routing]
layer | global-route usage, % | wire length, um | up-vias
li1 | - | - | 590
met2 | 4.930 | 870 | 9
met3 | 1.410 | 118 | 5
met4 | 0.4637 | 31 | 0
met5 | 0 | 0 | -
met1 | 5.120 | 1292 | 497
[placed cells by master, fill, tap and decap left out, types with 4 or more instances in the layout]
cell type   n
nand2_1    13
nand4_1    13
clkbuf_8    5
nand3_1    17
xor2_1     12
xnor2_1    31
dfxtp_1    47
and3_1      4
nor2_1     11
nor4_1      4
inv_1       4
Power and IR drop assume default switching activity.
